$ cat flow/design.v
module controller(
    input logic clk,
    input logic rst,
    input logic init,
    input logic [3:0] TX_DLC,
    input logic [7:0] TX_DATA [7:0],
    input logic [10:0] TX_ID,
    input logic TX_REQ,
    output logic TX_BUSY,
    output logic TX_COMPLETE,
    output logic bit_out
);
    logic [6:0] tx_index;
    logic [3:0] tx_dlc_copy;
    logic [7:0] tx_data_copy [7:0];
    logic [10:0] tx_id_copy;
    always_ff @(posedge clk) begin
        if (init) begin
            TX_BUSY <= '0;
            TX_COMPLETE <= '0;
            bit_out <= '0;
            tx_index <= '0;
        end
        else if (rst) begin
            TX_BUSY <= '0;
            TX_COMPLETE <= '0;
            bit_out <= '0;
            tx_index <= '0;
        end
        else if (TX_BUSY) begin
            if (tx_index == 0) begin
                bit_out <= 0;
            end 
            else if (tx_index >= 1 && tx_index <= 11) begin
                bit_out <= tx_id_copy[11 - tx_index];
            end 
            else if (tx_index >= 12 && tx_index <= 14) begin
                bit_out <= 0;
            end 
            else if (tx_index >= 15 && tx_index <= 18) begin
                bit_out <= tx_dlc_copy[18 - tx_index];
            end 
            else if (tx_index >= 19 && tx_index <= (19 + (tx_dlc_copy * 8) - 1)) begin
                bit_out <= tx_data_copy[(tx_index - 19) / 8][7 - ((tx_index - 19) % 8)];
            end 
            else if (tx_index == (19 + (tx_dlc_copy * 8))) begin
                TX_COMPLETE <= 1;
                bit_out <= 1;
            end
            tx_index <= tx_index+1;
        end
        else if(TX_COMPLETE) begin
            bit_out <= 1;
            tx_index <= 0;
            TX_BUSY <= 0;
            TX_COMPLETE <= 0;
        end
        else if (TX_REQ) begin
            TX_BUSY <= 1;
            tx_index <= 0;
            for (int i = 0; i < 8; i++) begin
                tx_data_copy[i] <= TX_DATA[i];
            end
            tx_dlc_copy <= TX_DLC;
            tx_id_copy <= TX_ID;
        end
    end
endmodule
$ cat flow/run.sh
#!/bin/bash
# OpenROAD 26Q1-2900-gdf79404cd8, Yosys 0.63+post, stock flow scripts
make -C /OpenROAD-flow-scripts/flow DESIGN_CONFIG=/design/flow/config.mk WORK_HOME=/design/flow/orfs finish
$ cat flow/config.mk
export PLATFORM = sky130hd
export DESIGN_NAME = controller
export DESIGN_NICKNAME = controller
export VERILOG_FILES = /design/flow/design.v
export SDC_FILE = /design/flow/constraint.sdc
export NUM_CORES = 4
export LEC_CHECK = 1
export CORE_UTILIZATION = 30
export SYNTH_HDL_FRONTEND = slang
$ cat flow/constraint.sdc
current_design controller

set clk_period 8.0
set clk_io_pct 0.2

create_clock -name clk0 -period $clk_period [get_ports {clk}]

set non_clock_inputs [all_inputs -no_clocks]
set_input_delay [expr $clk_period * $clk_io_pct] -clock clk0 $non_clock_inputs
set_output_delay [expr $clk_period * $clk_io_pct] -clock clk0 [all_outputs]
==> reports/metrics.yaml <==
run_status: "complete, no violations"
end_kind: "register"
timing_hold_violations_final: 0
detailedRoute.firstPassIterationCount: 4
global_route.usage.met3: 0.0393
final-setup-viol-count: 0
cts-resized-gates: 0
layout.cells.most_common: "sky130_fd_sc_hd__clkdlybuf4s50_1"
ctsLongestPathBuffers: 2
timing.hold.worst.class: "register to register"
worstPathMaxFanout: 16
drtAntennaViolNets: 0
coreArea_mm2: 0.0134
timing.fmax_ghz: 0.292
setup-tns-final_ps: 0
clock_sink_count: 89
vdd.ir_drop.worst_uv: 110
num-fill-cells: 1222
dieHeight_um: 120
vias: 2750
grt_busiest_layer: "met1"
half_perimeter_wire_length_after_detailed_placement_um: 6220
chipWidth_um: 120
fin_worst_skew_ps: 11.2
global_route_wire_length_before_repair_um: 14200
finalCritPeriodShare: 0.428
mi_logic_area_mm2: 0.00148
seq_area_frac_synth: 0.616
power_mw: 1.05
power_density_mw_per_mm2: 190
worst_ep_arrival_time_ps: 3710
fp-row-count: 42
holdBufCountCts: 0
io-pin-count: 86
power.leakage_nw: 1.90
synth_cells: 302
total_wire_length_um: 8780
syn-cell-area_mm2: 0.00417
ys_warn_count: 0
n_antenna_cell: 0
grt_overflow_total: 0
final_critical_delay_including_setup_and_external_delays_ps: 3430
clock_tree.htree_level_count: 3
antenna_found_initial: 0
yosys_cells: 302
cp.required_ps: 8280
regArea_mm2: 0.00257
post_route_utilization: 0.413
most-common-layout-cells: "85 x sky130_fd_sc_hd__clkdlybuf4s50_1, 79 x sky130_fd_sc_hd__edfxtp_1, 27 x sky130_fd_sc_hd__mux2i_1, 14 x sky130_fd_sc_hd__nor2_1"
finalHoldWorstSlack_ps: 628
dieArea_mm2: 0.0144
grtUsageMet1: 0.212
slew-limit-headroom: 0.468
avgViaCountPerCell: 4.85
area_growth_syn_to_layout_pct: 32.6
clock_latency_ps: 350
synth_area_per_cell_um2: 13.8
worst_hold_path_depth: 2
synth-seq-cells: 89
post-route-drc-count: 0
asr_flop_ratio_synth: 0
timing_worst_setup_path_type: "register to register"
drv.max_cap_violation_count: 0
netlist-cell-type-count: 60
cts_inserted_buffers: 9
tritoncts: "built"
routed_wire_length_per_instance_um: 15.5
first_iter_violations: 256
dominantRegCellSynth: "sky130_fd_sc_hd__edfxtp_1"
postCtsSetupBuffers: 0
cts.root.buffer_cell: "sky130_fd_sc_hd__clkbuf_16"
grtUsageTotal: 0.134
tightest_slew_ps: 794
count_of_cells_along_the_worst_register_to_register_path: 10
floorplan.initialDensity: 0.311
synth_chip_area_mm2: 0.00417
timing.critical_path.from_type: "register"
routabilityCongestion: 0.846
finalMaxSlewViolations: 0
enable_flop_cells: 79
grt_util_met2: 0.193
largest_net_degree_at_the_start_of_global_routing: 65
layout-drive-gt1-share: 0.0946
first_global_vias: 2821
port_buf_inserts: 85
rsz0062_at_grt: "no"
cts.reportedPaths.clkPinSlew_ps: 60
openroad.warnings: 31
-- kinds of logic after synthesis --
kind of cell | synth area share
adder cells (fa/ha/maj) | 0.0390
multiplexers | 0.106
flip-flops | 0.616
AND/OR/NAND/NOR | 0.0845
buffers and inverters | 0.0336
AND-OR/OR-AND | 0.104
XOR/XNOR | 0.0165
-- cells in the mapped netlist, types with 3 or more instances --
cell type                   n  area (um2)
sky130_fd_sc_hd__a211oi_1   3        22.5
sky130_fd_sc_hd__a21boi_0   4        30.0
sky130_fd_sc_hd__a21oi_1   13        65.1
sky130_fd_sc_hd__a31oi_1    3        18.8
sky130_fd_sc_hd__buf_2      4        20.0
sky130_fd_sc_hd__buf_6      3        33.8
sky130_fd_sc_hd__clkbuf_1   6        22.5
sky130_fd_sc_hd__dfxtp_1   10         200
sky130_fd_sc_hd__edfxtp_1  79        2370
sky130_fd_sc_hd__ha_1      13         163
sky130_fd_sc_hd__inv_1     12        45.0
sky130_fd_sc_hd__mux2i_1   27         270
sky130_fd_sc_hd__mux4_2     5         113
sky130_fd_sc_hd__nand2_1   12        45.0
sky130_fd_sc_hd__nand3_1    8        40.0
sky130_fd_sc_hd__nand4_1    4        25.0
sky130_fd_sc_hd__nor2_1    14        52.6
sky130_fd_sc_hd__nor3_1    12        60.1
sky130_fd_sc_hd__o211ai_1   3        22.5
sky130_fd_sc_hd__o21a_1     3        22.5
sky130_fd_sc_hd__o21ai_0    3        15.0
sky130_fd_sc_hd__o21ai_1    3        15.0
sky130_fd_sc_hd__o221ai_1   3        26.3
sky130_fd_sc_hd__xnor2_1    5        43.8
-- stage by stage --
step | cell area [um2] | setup slack [ps] | cells
floorplan | 4170 | 928 | 302
global placement | 5200 | 4370 | 551
detailed placement | 5200 | 4330 | 551
CTS | 5540 | 4560 | 567
global route | 5540 | 4230 | 567
finish | 5540 | 4570 | 567
-- layer usage --
layer / vias to the layer above / wire length, um
li1: 1344 / -
met1: 1296 / 4050
met4: 0 / 150
met5: - / 0
met3: 11 / 619
met2: 99 / 3960
-- registers in the layout, summed over array words and instances, names as in the netlist --
| signal | flops |
|---|---|
| bit_out | 1 |
| tx_index | 7 |
| TX_BUSY | 1 |
| tx_data_copy | 64 |
| tx_dlc_copy | 4 |
| TX_COMPLETE | 1 |
| tx_id_copy | 11 |
-- worst max-delay path, cell delays in order, from the launching register on --
cell	delay, ps
sky130_fd_sc_hd__dfxtp_1	740
sky130_fd_sc_hd__inv_1	260
sky130_fd_sc_hd__ha_1	350
sky130_fd_sc_hd__nor2b_1	190
sky130_fd_sc_hd__xnor2_2	650
sky130_fd_sc_hd__mux2i_1	170
sky130_fd_sc_hd__mux4_2	500
sky130_fd_sc_hd__nand4b_1	180
sky130_fd_sc_hd__o2111ai_1	130
sky130_fd_sc_hd__nor4_1	70
sky130_fd_sc_hd__o21ai_1	120
-- worst paths after layout --
check                           slack (ps)                startpoint                  endpoint
worst max register to register        4570  tx_index[2]$_SDFFE_PP0P_      bit_out$_SDFFE_PP0P_
worst min-delay path                   630  tx_index[6]$_SDFFE_PP0P_  tx_index[6]$_SDFFE_PP0P_
worst max-delay path                  4570  tx_index[2]$_SDFFE_PP0P_      bit_out$_SDFFE_PP0P_
worst min register to register         630  tx_index[6]$_SDFFE_PP0P_  tx_index[6]$_SDFFE_PP0P_
-- report_power, final --
part	leakage, nW	switching (mW)	internal, mW	total (mW)
clock network	0.165	0.183	0.281	0.464
logic	0.935	0.0211	0.0433	0.0644
registers	0.804	0.00450	0.520	0.524
total	1.90	0.208	0.844	1.05
-- area by class of cell --
type,count,share of cell area
sequential,89,0.465
multi-input combinational,184,0.267
timing repair buffer,89,0.159
clock buffer,9,0.0407
tap,176,0.0398
clock inverter,7,0.0197
inverter,13,0.00882
Power and IR drop assume default switching activity.
